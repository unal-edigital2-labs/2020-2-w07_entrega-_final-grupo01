==> design/flow/config.mk <==
export PLATFORM = sky130hd
export DESIGN_NAME = modulo_ir
export DESIGN_NICKNAME = modulo_ir
export VERILOG_FILES = /design/flow/design.v
export SDC_FILE = /design/flow/constraint.sdc
export NUM_CORES = 4
export LEC_CHECK = 1
export CORE_AREA = 10 10 112 112
export DIE_AREA = 0 0 122 122
==> design/flow/run.sh <==
#!/bin/bash
# OpenROAD 26Q1-2900-gdf79404cd8, Yosys 0.63+post, stock flow scripts
make -C /OpenROAD-flow-scripts/flow DESIGN_CONFIG=/design/flow/config.mk WORK_HOME=/design/flow/orfs finish
==> design/flow/constraint.sdc <==
current_design modulo_ir

set clk_period 5.6
set clk_io_pct 0.2

create_clock -name clk0 -period $clk_period [get_ports {clk}]

set non_clock_inputs [all_inputs -no_clocks]
set_input_delay [expr $clk_period * $clk_io_pct] -clock clk0 $non_clock_inputs
set_output_delay [expr $clk_period * $clk_io_pct] -clock clk0 [all_outputs]
==> design/flow/design.v <==
`timescale 1ns / 1ps
module modulo_ir(
    input clk,
    input rst,
    inout ir_io,                 
    output descarga,             
    output [7:0] distancia       
    );
    reg [15:0] contador;         
    reg leer;                    
    reg reg_descarga;            
    reg [15:0] cont_ancho;       
    reg [15:0] ancho_pulso;      
    reg [7:0] reg_distancia;     
    initial begin
        contador = 16'b0;
        leer = 1'b0;
        reg_descarga = 1'b0;
        ancho_pulso = 16'b0;
        cont_ancho = 16'b0;
        reg_distancia = 8'b0;
    end
    assign ir_io = (leer) ? 1'bz : descarga; 
    always@(posedge clk) begin
        if (rst) begin
            contador = 16'b0;
            leer = 1'b0;
            ancho_pulso = 16'b0;
            cont_ancho = 16'b0;
            reg_distancia = 8'b0;
        end
        contador = contador + 1;
        if (contador < 129) begin
            leer = 0;
            reg_descarga = 1; 
        end else begin
            leer = 1;
            reg_descarga = 0;
            if (ir_io) begin
                cont_ancho = cont_ancho + 1;
            end
        end
        if (contador >= 32750) begin
            contador = 16'b0;
            ancho_pulso = cont_ancho;
            cont_ancho = 16'b0;
            reg_distancia = ancho_pulso;
        end
    end
    assign descarga = reg_descarga;
    assign distancia = reg_distancia;
endmodule
==> git commit body <==
Log flow metrics for this revision

- The flow did not finish.
* Synthesis-stage register bit count: 33
- Share of async-settable or async-resettable flops after synthesis: 0%
- Master cell of the clock root buffer: sky130_fd_sc_hd__clkbuf_8
- Buffer depth of the longest clock path: 2
- Number of H-tree levels: 2
* Register share after synthesis: 39.15%
* Starting density of the core: 18.49%
* # rows: 37
- The main area contributors are sky130_fd_sc_hd__dfxtp_1 26%, sky130_fd_sc_hd__edfxtp_1 13%, sky130_fd_sc_hd__nor2_1 5.0%, sky130_fd_sc_hd__mux2i_1 3.7%, sky130_fd_sc_hd__nand2_1 3.4%.
- Clock sink count: 33
- The stat command in Yosys gives a chip area of 1892 um2.
* Number of buffers added to fix hold violations after cts: 0
- Syn_area_per_cell: 9.228 um2
- Per the repair_timing log after CTS, setup buffers inserted total 0.
- The placement stage leaves a total instance area of 2105 um2.
- Yosys Instances: 205
- Before CTS, the worst setup slack after placement is 925.6 ps.
- Per the synthesis report, the single largest cell type by area occupies 26.46% of cell area.
- The flow halted during clock tree synthesis (4_1_cts).
- The first error in the log reads "[error] [KeplerFormal.cpp:679] Workflow failed: Iso has multiple drivers: .ir_io0, ir_io$_DFF_P_.Q0".
- Among all flip-flop cells after synthesis, the most frequent one is sky130_fd_sc_hd__dfxtp_1.
- Port Buf Inserts: 10
- In this run, synthesis inferred 8 flip-flops with an integrated enable.
- Yosys Warn Count: 2
- Synthesized cell area: 1892 um2
- Detailed placement HPWL: 2.895 mm
- Number of buffers added by the clock tree synthesis step: 5
- Count of distinct cell types in the synthesized netlist: 57
- The biggest area contributor in the post-synthesis netlist is sky130_fd_sc_hd__dfxtp_1.
- Per the OpenROAD floorplan log, the height of the die is 122 um.
- CTS resizes: 0
- The final weighted congestion recorded by global placement is 0.9248.
* Number of cells produced by synthesis: 205
- In this run the count of I/O pins placed on the die edge is 12.
- From left edge to right edge, the die measures 122 um.
==> through the flow <==
| stage | instances | util (%) |
|---|---|---|
| 3_3_place_gp | 341 | 20.57 |
| 3_5_place_dp | 341 | 20.57 |
| 2_1_floorplan | 205 | - |
==> logic make-up after synthesis <==
| logic type | after synthesis | share of synthesized area, % |
|---|---|---|
| AOI/OAI and AO/OA | 36 | 15.34 |
| xor gates and xnor gates | 8 | 3.704 |
| adders and majority gates | 4 | 2.513 |
| buffers and inverters | 19 | 5.225 |
| DFF | 33 | 39.15 |
| muxes | 9 | 4.894 |
| other | 1 | 0.1982 |
| and+or+nand+nor | 95 | 28.97 |
==> synthesized netlist by cell type, drive strengths merged, types with 2 or more instances <==
library cell / n
and3: 4
xor2: 5
edfxtp: 8
nand3: 9
nand2b: 2
clkbuf: 5
ha: 3
nor2: 25
mux2i: 7
o31a: 2
a21oi: 10
and4: 2
dfxtp: 25
and2: 5
nor2b: 7
nand4b: 2
xnor2: 3
nand2: 17
a21o: 2
a41o: 2
nand4: 5
buf: 7
inv: 7
o21ai: 2
nor3: 4
nor4: 7
mux2: 2
o211a: 2
o21a: 5
