**flow/run.sh**
```bash
#!/bin/bash
# OpenROAD 26Q1-2900-gdf79404cd8, Yosys 0.63+post, stock flow scripts
make -C /OpenROAD-flow-scripts/flow DESIGN_CONFIG=/design/flow/config.mk WORK_HOME=/design/flow/orfs finish
```
**flow/config.mk**
```make
export PLATFORM = sky130hd
export DESIGN_NAME = TOP
export DESIGN_NICKNAME = TOP
export VERILOG_FILES = /design/flow/design.v
export SDC_FILE = /design/flow/constraint.sdc
export NUM_CORES = 4
export LEC_CHECK = 1
export CORE_UTILIZATION = 30
```
**flow/constraint.sdc**
```tcl
current_design TOP

set clk_period 3.6
set clk_io_pct 0.2

create_clock -name clk0 -period $clk_period [get_ports {Clk}]

set non_clock_inputs [all_inputs -no_clocks]
set_input_delay [expr $clk_period * $clk_io_pct] -clock clk0 $non_clock_inputs
set_output_delay [expr $clk_period * $clk_io_pct] -clock clk0 [all_outputs]
```
**flow/design.v**
```verilog
module TOP(
    	Clk                     ,
    	Rst_n                   ,   
   	Rx                      ,    
    	Tx                      ,
	RxData		        
	);
input           Clk             ;  
input           Rst_n           ;  
input           Rx              ;  
output          Tx              ;  
output [7:0]    RxData          ;  
wire [7:0]    	TxData     		 ;  
wire          	RxDone          ;  
wire          	TxDone          ;  
wire           tick				 ;  
wire          	TxEn            ;
wire 				RxEn				 ;
wire [3:0]     NBits    		 ;
wire [15:0]    BaudRate        ;  
assign      TxData=8'b01010101;  
assign 		RxEn = 1'b1			;
assign 		TxEn = 1'b1			;
assign 		BaudRate = 16'd326; 	 
assign 		NBits = 4'b1000	;	 
UART_rs232_rx I_RS232RX(
    	.Clk(Clk)             	,
   	.Rst_n(Rst_n)         	,
    	.RxEn(RxEn)           	,
    	.RxData(RxData)       	,
    	.RxDone(RxDone)       	,
    	.Rx(Rx)               	,
    	.Tick(tick)           	,
    	.NBits(NBits)
    );
UART_rs232_tx I_RS232TX(
   	.Clk(Clk)            	,
    	.Rst_n(Rst_n)         	,
    	.TxEn(TxEn)           	,
    	.TxData(TxData)      	,
   	.TxDone(TxDone)      	,
   	.Tx(Tx)               	,
   	.Tick(tick)           	,
   	.NBits(NBits)
    );
UART_BaudRate_generator I_BAUDGEN(
    	.Clk(Clk)               ,
    	.Rst_n(Rst_n)           ,
    	.Tick(tick)             ,
    	.BaudRate(BaudRate)
    );
endmodule
module UART_BaudRate_generator(
    Clk                   ,
    Rst_n                 ,
    Tick                  ,
    BaudRate
    );
input           Clk                 ;  
input           Rst_n               ;  
input [15:0]    BaudRate            ;  
output          Tick                ;  
reg [15:0]      baudRateReg         ;  
always @(posedge Clk or negedge Rst_n)
    if (!Rst_n) baudRateReg <= 16'b1;
    else if (Tick) baudRateReg <= 16'b1;
         else baudRateReg <= baudRateReg + 1'b1;
assign Tick = (baudRateReg == BaudRate);
endmodule
module UART_rs232_rx (Clk,Rst_n,RxEn,RxData,RxDone,Rx,Tick,NBits);		 
input Clk, Rst_n, RxEn,Rx,Tick;		 
input [3:0]NBits;		     
output RxDone;		     
output [7:0]RxData;	     
parameter  IDLE = 1'b0, READ = 1'b1; 	 
reg [1:0] State, Next;			 
reg  read_enable = 1'b0;		 
reg  start_bit = 1'b1;			 
reg  RxDone = 1'b0;		         
reg [4:0]Bit = 5'b00000;		 
reg [3:0] counter = 4'b0000;           
reg [7:0] Read_data= 8'b00000000;       
reg [7:0] RxData;			 
	always @ (posedge Clk or negedge Rst_n)		 
begin
	if (!Rst_n)	State <= IDLE;			 
else 		State <= Next;				 
end
always @ (State or Rx or RxEn or RxDone)
begin
    case(State)	
	IDLE:	if(!Rx & RxEn)		Next = READ;	 
		else			Next = IDLE;
	READ:	if(RxDone)		Next = IDLE; 	 
		else			Next = READ;
	default 			Next = IDLE;
    endcase
end
always @ (State or RxDone)
begin
    case (State)
	READ: begin
		read_enable <= 1'b1;			 
	      end
	IDLE: begin
		read_enable <= 1'b0;			 
	      end
    endcase
end
always @ (posedge Tick)
	begin
	if (read_enable)
	begin
	RxDone <= 1'b0;							 
	counter <= counter+1;						 
	if ((counter == 4'b1000) & (start_bit))			   
	begin
	start_bit <= 1'b0;
	counter <= 4'b0000;
	end
	if ((counter == 4'b1111) & (!start_bit) & (Bit < NBits))	 
	begin
	Bit <= Bit+1;
	Read_data <= {Rx,Read_data[7:1]};
	counter <= 4'b0000;
	end
		if ((counter == 4'b1111) & (Bit == NBits)  & (Rx))	 
	begin
	Bit <= 4'b0000;
	RxDone <= 1'b1;
	counter <= 4'b0000;
	start_bit <= 1'b1;						 
	end
	end
end
always @ (posedge Clk)
begin
if (NBits == 4'b1000)
begin
RxData[7:0] <= Read_data[7:0];	
end
if (NBits == 4'b0111)
begin
RxData[7:0] <= {1'b0,Read_data[7:1]};	
end
if (NBits == 4'b0110)
begin
RxData[7:0] <= {1'b0,1'b0,Read_data[7:2]};	
end
end
endmodule
module UART_rs232_tx (Clk,Rst_n,TxEn,TxData,TxDone,Tx,Tick,NBits);	 
input Clk, Rst_n, TxEn,Tick;	 
input [3:0]NBits;		 
input [7:0]TxData;		 
output Tx;
output TxDone;
parameter  IDLE = 1'b0, WRITE = 1'b1;	 
reg  State, Next;			 
reg  TxDone = 1'b0;			 
reg  Tx;				 
reg write_enable = 1'b0;		 
reg start_bit = 1'b1;			 
reg stop_bit = 1'b0;			 
reg [4:0] Bit = 5'b00000;		 
reg [3:0] counter = 4'b0000;		 
reg [7:0] in_data=8'b00000000;		 
reg [1:0] R_edge;			 
wire D_edge;				 
always @ (posedge Clk or negedge Rst_n)			 
begin
if (!Rst_n)	State <= IDLE;				 
else 		State <= Next;				 
end
always @ (State or D_edge or TxData or TxDone) 
begin
    case(State)	
	IDLE:	if(D_edge)		Next = WRITE;		 
		else			Next = IDLE;
	WRITE:	if(TxDone)		Next = IDLE;  		 
		else			Next = WRITE;
	default 			Next = IDLE;
    endcase
end
always @ (State)
begin
    case (State)
	WRITE: begin
		write_enable <= 1'b1;	 
	end
	IDLE: begin
		write_enable <= 1'b0;	 
	end
    endcase
end
always @ (posedge Tick)
begin
	if (!write_enable)				 
	begin
	TxDone = 1'b0;
	start_bit <=1'b1;
	stop_bit <= 1'b0;
	end
	if (write_enable)				 
	begin
	counter <= counter+1;				 
	if(start_bit & !stop_bit)			 
	begin
	Tx <=1'b0;					 
	in_data <= TxData;				 
	end		
	if ((counter == 4'b1111) & (start_bit) )	 
	begin		
	start_bit <= 1'b0;
	in_data <= {1'b0,in_data[7:1]};
	Tx <= in_data[0];
	end
	if ((counter == 4'b1111) & (!start_bit) &  (Bit < NBits-1))	 
	begin		
	in_data <= {1'b0,in_data[7:1]};
	Bit<=Bit+1;
	Tx <= in_data[0];
	start_bit <= 1'b0;
	counter <= 4'b0000;
	end	
	if ((counter == 4'b1111) & (Bit == NBits-1) & (!stop_bit))	 
	begin
	Tx <= 1'b1;	
	counter <= 4'b0000;	
	stop_bit<=1'b1;
	end
	if ((counter == 4'b1111) & (Bit == NBits-1) & (stop_bit) )	 
	begin
	Bit <= 4'b0000;
	TxDone <= 1'b1;
	counter <= 4'b0000;
	end
	end
end
always @ (posedge Clk or negedge Rst_n)
begin
	if(!Rst_n)
	begin
	R_edge <= 2'b00;
	end
	else
	begin
	R_edge <={R_edge[0], TxEn};
	end
end
assign D_edge = !R_edge[1] & R_edge[0];
endmodule
```
==> impl_metrics.csv <==
group,metric,value,unit
detailed_routing,wirelength,3880,µm
synth,ys_chip_area,2820,µm²
synth,synth.area.top_cells,"edfxtp_1 (38%), dfrtp_1 (17%), dfxtp_1 (7.8%)",
critical_path,cp-start-kind,"flop",
critical_path,reg2reg_from,"I_BAUDGEN.baudRateReg[0]",
clock_network,cts-resized-gates,0,
synth,ys_cells,219,
synth,xor_share,7.14,%
clock_network,cts_buffer_depth,2,
timing,tightest_slew,0.681,ns
timing,holdWs,0.380,ns
critical_path,r2r_setup_slack,1.90,ns
critical_path,path_cells,"clkdlybuf4s50_1",
detailed_routing,antenna_left,0,
synth,avgSynthCellArea,12.9,µm²
detailed_routing,routedWlPerCell,11.1,µm
floorplan,core-area,9200,µm²
critical_path,cp-startpoint,"I_RS232RX.RxData[0]",
critical_path,r2r_cells,6,
detailed_routing,drt_pre_antenna_iters,4,
synth,synth_area,2820,µm²
synth,synthArstFlopShare,30.4,%
min_path,holdPathEnd,"I_RS232TX.R_edge[1]",
placement,io_buffer_count,11,
placement,hpwl,2810,µm
grt,grt_max_degree,24,
synth,logic_family,"simple AND/OR/NAND/NOR gates",
synth,ys.flop_type,"edfxtp_1",
critical_path,critical_path.endpoint_type,"primary output",
status,status,"finished, final reports clean",
critical_path,cp.buffers_inverters,1,
clock_network,clockRootBuffer,"clkbuf_8",
clock_network,htree_levels,2,
placement,dpl_cell_area,3080,µm²
run,max_cap_viol_count,0,
detailed_routing,vias,1572,
grt,grt_pass1_wl,6820,µm
critical_path,crit_required,2.88,ns
floorplan,fp_util,30.7,%
detailed_routing,diodes,0,
floorplan,die_h,99,µm
grt,grt_overflow_total,0,
synth,synthAoiAreaFrac,4.03,%
timing,setup_tns,0,ns
synth,synth.distinct_cells,40,
critical_path,worstSetupPathType,"reg2out",
min_path,hold_depth,0,
timing,unclocked_regs,40,
clock_network,numCtsBuffers,5,
synth,synth_adder_area_share,3.55,%
finish,finalInstanceArea,3170,µm²
timing,timing.final.crit_share,49.3,%
placement,gp_congestion,0.756,
finish,area_growth,12.4,%
min_path,hold_start,"I_RS232TX.R_edge[0]",
synth,ys_warn_count,3,
timing,setup_violations,0,
synth,ys_ff,69,
grt,antenna_found_initial,0,
floorplan,rows,35,
clock_network,path_clk_slew,0.07,ns
floorplan,die_area,9800,µm²
detailed_routing,viasPerCell,4.50,
timing,fin_crit,1.78,ns
clock_network,cts_tree,"built",
pwr,power_density,195,nW/µm²
run,log.warning_count,28,
synth,edf_count,36,
finish,drive_above_1_share,7.98,%
synth,yosysTopAreaCell,"edfxtp_1",
timing,drv_slew,0,
critical_path,critPathSlowestCell,"clkdlybuf4s50_1",
pwr,ir_worst_vdd,141,µV
floorplan,die_width,99,µm
detailed_routing,drt-initial-drc-count,35,
pwr,power_leakage,1.17,nW
min_path,hold_class,"reg2reg",
critical_path,critPathMaxStageDelay,0.48,ns
clock_network,cts_setup_buffers,0,
timing,max_clock_freq,563,MHz
clock_network,clock_latency,0.28,ns
critical_path,crit_path_max_fanout,1,
detailed_routing,route.detailed.drc,0,
floorplan,ioPinCount,12,
synth,synth.top_cell.area_share,38.3,%
finish,final_core_util,34.5,%
synth,syn_inst,219,
grt,track_usage,8.89,%
synth,simple_gate_share,17.2,%
timing,slew_headroom,54.6,%
timing,rsz0062_at_grt,"no",
critical_path,path_delay_family,"buffers and inverters",
clock_network,postCtsHoldBufs,0,
synth,synth.area.mux_share,0.355,%
timing,fin_skew,0.00158,ns
timing,untimed_endpoints,85,
critical_path,arrival,1.06,ns
critical_path,r2r_end,"I_BAUDGEN.baudRateReg[6]",
grt,grt_pass1_vias,1487,
timing,hold_viol_final,0,
## through the flow
step / cells / total power, mW / worst slack (ns)
floorplan: 219 / 0.337 / 2.15
global placement: 341 / 0.346 / 1.95
detailed placement: 341 / 0.346 / 1.86
CTS: 349 / 0.638 / 1.80
global route: 349 / 0.654 / 1.67
finish: 349 / 0.619 / 1.82
## sequential cells by signal, indices dropped and copies added, names as in the netlist, 2 cells and up
name	count
I_RS232TX.counter	4
I_RS232RX.RxData	8
I_RS232RX.Read_data	8
I_RS232RX.counter	4
I_RS232TX.R_edge	2
I_RS232RX.Bit	5
I_RS232TX.in_data	7
I_RS232RX.State	2
I_RS232TX.Bit	5
I_BAUDGEN.baudRateReg	16
## worst max path at each step
| stage | depth (start not counted) | to | slack [ns] |
|---|---|---|---|
| final | 1 | RxData[0] | 1.82 |
| after global routing | 6 | I_BAUDGEN.baudRateReg[6] | 1.67 |
| after CTS | 1 | RxData[0] | 1.80 |
## layer usage
metal	vias to the layer above	global-route usage, %	part of all wire (%)
li1	795	-	-
met1	757	14.1	51
met2	15	13.8	45
met3	5	1.88	2.5
met4	0	0.918	1.2
met5	-	0	0
## synthesized netlist by cell type (2+ instances only)
cell,number
o21a_1,6
and3_1,3
nand2b_1,3
xnor2_1,10
nand4b_1,3
dfxtp_1,11
nand4_1,2
a31oi_1,2
edfxtp_1,36
dfstp_2,2
nor3_1,4
nor2_1,25
nand3_1,10
nand4_4,2
nor3_2,3
o21ai_0,4
xor2_1,13
dfrtp_1,19
nand2_1,10
and2_1,7
ha_1,8
nor2b_1,4
inv_1,13
or3_1,3
## power by group
group | total, mW | leakage (nW) | switching [mW] | internal, mW
Sequential | 0.329 | 0.685 | 0.00127 | 0.328
Clock | 0.280 | 0.0445 | 0.124 | 0.155
Combinational | 0.0102 | 0.440 | 0.00624 | 0.00400
Total | 0.619 | 1.17 | 0.132 | 0.487
## final cells by class
class	instances	area, µm²
Tap cell	111	139
Sequential cell	69	1840
Timing Repair Buffer	14	133
Multi-Input combinational cell	134	913
Fill cell	912	6020
Clock buffer	7	86.3
Clock inverter	1	7.51
Inverter	13	48.8
## kinds of logic after synthesis
logic type / after synthesis
AND/OR/NAND/NOR: 84
adder cells (fa/ha/maj): 8
AND-OR/OR-AND: 17
other: 1
XOR/XNOR: 23
latches: 1
buffers and inverters: 16
flip-flops: 68
multiplexers: 1
## cell usage in the layout, fill, tap and decap left out, types with 2 or more instances in the layout
cell type,n
dfxtp_1,11
nand4_1,2
nand2b_1,3
nor3_1,4
dfstp_2,2
clkbuf_8,6
nand3_1,10
nor3_2,3
and3_1,3
o21a_1,6
and2_1,7
ha_1,8
nand4b_1,3
o21ai_0,4
a31oi_1,2
edfxtp_1,36
or3_1,3
inv_1,13
xor2_1,13
dfrtp_1,19
nor2_1,25
xnor2_1,10
clkdlybuf4s50_1,11
nand2_1,10
buf_4,3
nor2b_1,4
nand4_4,2
No activity file was given, so power comes from the tool's default toggle rates.
